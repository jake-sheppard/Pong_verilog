===== /design/flow/run.sh =====
#!/bin/bash
# OpenROAD 26Q1-2900-gdf79404cd8, Yosys 0.63+post, stock flow scripts
make -C /OpenROAD-flow-scripts/flow DESIGN_CONFIG=/design/flow/config.mk WORK_HOME=/design/flow/orfs finish

===== /design/flow/config.mk =====
export PLATFORM = sky130hd
export DESIGN_NAME = pong_sm
export DESIGN_NICKNAME = pong_sm
export VERILOG_FILES = /design/flow/design.v
export SDC_FILE = /design/flow/constraint.sdc
export NUM_CORES = 4
export LEC_CHECK = 1
export CORE_UTILIZATION = 30

===== /design/flow/constraint.sdc =====
current_design pong_sm

set clk_period 6.0
set clk_io_pct 0.2

create_clock -name clk0 -period $clk_period [get_ports {clk}]

set non_clock_inputs [all_inputs -no_clocks]
set_input_delay [expr $clk_period * $clk_io_pct] -clock clk0 $non_clock_inputs
set_output_delay [expr $clk_period * $clk_io_pct] -clock clk0 [all_outputs]

===== /design/flow/design.v =====
`timescale 1ns/1ps
module pong_sm (clk, reset, start, ack, x, y,text_offset, player_1_score, player_2_score, p_1, p_2, q_INITIAL, q_SERVE, q_MOVE, q_CHECK, q_SCORE, q_GAMEOVER);
	input clk, reset, start, ack;
	input [9:0] p_1;
	input [9:0] p_2;
	output reg [9:0] x;
	output reg [9:0] y;
	output reg [3:0] player_1_score; 
	output reg [3:0] player_2_score; 
	output reg [9:0] text_offset;
	output q_INITIAL, q_SERVE, q_MOVE, q_CHECK, q_SCORE, q_GAMEOVER;
	reg [5:0] state;
	assign {q_GAMEOVER, q_SCORE, q_CHECK, q_MOVE, q_SERVE, q_INITIAL} = state;
	reg dx, dy;
	wire b1, b2, b3, b4, b5;
	wire s1, s2, s3, s4;
	reg [9:0] X_step;
	reg [9:0] Y_step;
	localparam
	PWIDTH = 10'd15,
	PHEIGHT = 10'd40,
	INITIAL = 6'b000001,
	SERVE = 6'b000010,
	MOVE	= 6'b000100,
	CHECK	= 6'b001000,
	SCORE		= 6'b010000,
	GAMEOVER	= 6'b100000;
	assign b1 = ( (x + X_step) >= (10'd640 - PWIDTH) ) &&  ( (y + Y_step) <= (p_2 + PHEIGHT) )  && ( ( (y + Y_step) >= (p_2 - PHEIGHT) ) ) ;  
	assign b2 = ( (x - X_step) <= PWIDTH ) &&  ( (y + Y_step) <= (p_1 + PHEIGHT) )  && ( ( (y + Y_step) >= (p_1 - PHEIGHT) ) ) ;  
	assign b3 = ( ( (y - Y_step) <= 0 ) || ( (y + Y_step) >= 10'd480 ) ) ;  
	assign s1 = ( (x + X_step) >= (10'd640) ) && ~( ( (y + Y_step) <= (p_2 + PHEIGHT) )  && ( ( (y + Y_step) >= (p_2 - PHEIGHT) ) ) ) ;  
	assign s2 = ( (x - X_step) <= 0 ) &&  ~( ( (y + Y_step) <= (p_1 + PHEIGHT) )  && ( ( (y + Y_step) >= (p_1 - PHEIGHT) ) ) );  
	always @ (posedge clk, posedge reset)
	begin: pong_SM
		if (reset)
		begin
			state <= INITIAL;
			player_1_score <= 1'bx;
			player_2_score <= 1'bx;
			x <= 10'dx; 
			y <= 10'dx; 
			dx <= 1'bx; 
			dy <= 1'bx; 
			X_step <= 10'dx;
			Y_step <= 10'dx;
			text_offset <= 10'dx;
		end
		else
			case (state)
				INITIAL:
				begin
					state <= SERVE;
					player_1_score <= 1'b0;
					player_2_score <= 1'b0;
					x <= 10'd320;  
					y <= 10'd240; 
					dx <= 1;  
					dy <= 0;  
					X_step <= 10'd12;
					Y_step <= 10'd6;
					text_offset <= 10'd0;
				end
				SERVE:
				begin
					if ( ( player_1_score == 0 ) && (player_2_score == 0) )
						begin
							if (start)
								state <= MOVE;
						end
					else 
						state <= MOVE;
					x <= 10'd320;  
					y <= 10'd240; 
				end
				MOVE:
				begin
					state <= CHECK;
					if (dx)
						x <= x + X_step;
					else
						x <= x - X_step;
					if (dy)
						y <= y - Y_step;
					else
						y <= y + Y_step;
				end
				CHECK:
				begin
					if ( s1 | s2  )
						state <= SCORE;
					else
						state <= MOVE;
					if ( (b1 & dx) )  
						begin
							dx <= ~dx;
							if ( (y + Y_step) < (p_2 - 10'd25) )  
								begin
									Y_step <= 12;
									dy <= 1'b1;
								end
							else if ( ( (y + Y_step) < (p_2 - 10'd5) ) && ( (y + Y_step) >= (p_2 - 10'd25) ) )  
								begin
									Y_step <= 3;
									dy <= 1'b1;
								end
							else if ( ( (y + Y_step) >= (p_2 - 10'd5) ) && ( (y + Y_step) < (p_2 + 10'd5) ) )  
								Y_step <= 0;
							else if ( ( (y + Y_step) >= (p_2 + 10'd5) ) && ( (y + Y_step) < (p_2 + 10'd25) ) )  
								begin
									Y_step <= 3;
									dy <= 1'b0;
								end
							else if ( (y + Y_step) >= (p_2 + 10'd25 ) )  
								begin
									Y_step <= 12;
									dy <= 1'b0;
								end
						end
					else if ( (b2 & ~dx) )  
						begin
							dx <= ~dx;
							if ( (y + Y_step) < (p_1 - 10'd25) )  
								begin
									Y_step <= 12;
									dy <= 1'b1;
								end
							else if ( ( (y + Y_step) < (p_1 - 10'd5) ) && ( (y + Y_step) >= (p_1 - 10'd25) ) )  
								begin
									Y_step <= 3;
									dy <= 1'b1;
								end
							else if ( ( (y + Y_step) >= (p_1 - 10'd5) ) && ( (y + Y_step) < (p_1 + 10'd5) ) )  
								Y_step <= 0;
							else if ( ( (y + Y_step) >= (p_1 + 10'd5) ) && ( (y + Y_step) < (p_1 + 10'd25) ) )  
								begin
									Y_step <= 3;
									dy <= 1'b0;
								end
							else if ( (y + Y_step) >= (p_1 + 10'd25 ) )  
								begin
									Y_step <= 12;
									dy <= 1'b0;
								end
						end
					else if ( b3 )  
						dy <= ~dy;
				end
				SCORE:
				begin
					if ( ( (player_1_score == 2'b10)& dx ) || ( (player_2_score == 2'b10)& ~dx ) )
						begin
						state <= GAMEOVER;
						if ((player_2_score == 2'b10) & ~dx)
							text_offset <= 10'd530;
						end
					else
						state <= SERVE;
					if ( dx )
						begin
							player_1_score <= player_1_score + 2'b01;
							dx <= ~dx;
						end
					else
						begin
							player_2_score <= player_2_score + 2'b01;
							dx <= ~dx;
						end
				end
				GAMEOVER:
				begin
					if (ack)
						state <= INITIAL;
						x <= 650;  
						y <= 500;
				end
			endcase
	end
endmodule

==> CHANGELOG.md <==
### Metrics

- Die Span Y: 156 um
- Synthesis-to-finish area growth: 14.5%
- WL/cell: 16.0 um
- Least-Margin Pin Slew: 0.713 ns
- First-pass GRT wire length: 33400 um
- Vias in the first global route: 6301
- HPWL after detailed placement: 15700 um
- WL final: 20300 um
- Leakage power total: 3.60 nW
- Commonest cells after routing, fill and taps aside: ha_1 (122), nor2_1 (73), nand2_1 (69), xnor2_1 (62), clkdlybuf4s50_1 (59)
- Met3 usage: 1.86%
- Chip Area, Yosys: 7160 um^2
- Post-synthesis cell type count: 85
- Num CTS Buffers: 5
- Antenna cells: 0
- Drt first pass iters: 5
- CP Capture Type: flip-flop
- Cells after DPL: 1259
- Max Fclk: 0.205 GHz
- Die span in x: 156 um
- Area leader share: 21.3%
- Met2 usage in global routing: 27.4%
- Final ANT Viol Nets: 0
- Cts hold-fix bufs: 0
- Worst Hold Class: reg2reg
- Fin. Hold Viols: 0
- Setup repair bufs after CTS: 0
- Critical Path RT: 6.19 ns
- Peak supply drop: 0.000103 V
- GPL Wtd Cong: 0.948
- Reg clk slew, reported paths: 0.07 ns
- Resized Gates After CTS: 0
- Global-route met1 utilization: 25.7%
- CP Launch Type: primary input
- Netlist Area Pre-Place: 7160 um^2
- Post-synth ARST share: 100%
- Setup Skew: 0.0102 ns
- Most frequent logic cell in the layout: ha_1
- Clock Tree Root: clkbuf_16
- Tool warnings: 46
- Gr usage total: 17.4%
- Fillers: 2439
- Chip area: 24500 um^2
- Vias per cell: 5.25
- Init Core Util: 30.6%
- Total grt overflow: 0
- Fin. max-slew vios: 0
- Synth warn: 1
- Largest net degree at the start of global routing: 41
- Worst skew pair latency: 0.29 ns
- Dominant register cell: dfrtp_1
- Synth Seq Share: 14.0%
- DRT iter0 DRCs: 328
- Clock Sinks: 40
- Io pins: 68
- CP Data Arrival Time: 5.07 ns
- Unrepaired setup endpoints after global routing: false
- Placement Rows: 56
- Yosys cell count: 910
- Synth Area per Inst: 7.87 um^2
- Post-Layout Cell Count: 1267
- Post-synth EDFFs: 0
- CTS tree: built
- Antenna violations before repair: 0
- Proportion of layout cells with a drive suffix above 1: 4.75%
- Top cells, area: ha_1 (21%), dfrtp_1 (14%), xnor2_1 (7.6%)
- Relative slew margins: 52.1%
- H-tree levels: 2
- Most Used Layer, Global Route: met2
- Area of the core: 23400 um^2
- Mapped Cells: 910
- PwrDens: 102 nW/um^2
- Setup_tns: 0 ns
- Period utilisation layout: 81.4%
- Synthesized flop and latch total: 40
- Outcome: finished, final reports clean
- Largest area contributor in the netlist: ha_1
- IO buf count: 59
- Vias: 6652
- Critical path class: in2reg
- MaxCap Viol Count: 0
- CTS max path bufs: 2
- Fin crit period: 4.88 ns
- Setup Viol. Count Final: 0
- CP Max Fanout: 11
- DRC: 0
-- where the power goes --
| part | switching, W | internal [W] | leakage (nW) |
|---|---|---|---|
| sequential | 0.00000127 | 0.000271 | 0.522 |
| clock | 0.000118 | 0.000198 | 0.0804 |
| combinational | 0.000143 | 0.000106 | 3.00 |
| total | 0.000262 | 0.000575 | 3.60 |
-- registers in the layout, indices dropped and copies added (netlist names) --
signal,flops
y,10
x,9
state,6
Y_step,4
player_1_score,4
player_2_score,4
dx,1
dy,1
text_offset,1
-- final timing paths --
check,slack (ns),cells past startpoint,endpoint,startpoint
max,1.12,14,dy,p_1[4]
min,0.54,2,state[0],state[0]
max reg2reg,1.25,15,dy,y[1]
min reg2reg,0.54,2,state[0],state[0]
max in group asynchronous,4.28,3,x[4],reset
min in group asynchronous,1.34,3,player_1_score[3],reset
-- metal layers --
metal  vias to the layer above  part of all wire [%]
met4                         0                   2.3
met3                        35                   4.5
met2                       142                    44
met1                      3095                    49
li1                       3380                     -
met5                         -                     0
-- cell type report --
cell class	count	area, um^2	area share, %
clock buffer	5	125	1.53
inverter	48	180	2.20
sequential	40	1000	12.2
tap	319	399	4.87
timing repair buffer	76	718	8.76
multi-input combinational	776	5720	69.8
clock inverter	3	46.3	0.565
-- logic make-up after synthesis --
family,Yosys count,synth area share (%)
adder cells (fa/ha/maj),131,22.9
flip-flops,40,14.0
multiplexers,5,0.804
XOR/XNOR,98,12.0
AND/OR/NAND/NOR,297,21.3
AND-OR/OR-AND,237,22.6
other,1,0.0524
buffers and inverters,101,6.42
-- through the flow --
| step | setup WS [ns] | utilization, % | cell area, um^2 | hold WS (ns) | total power, W |
|---|---|---|---|---|---|
| 2_1_floorplan | 1.48 | - | 7180 | 0.470 | 0.000462 |
| 5_1_grt | 0.825 | 35.0 | 8190 | 0.578 | 0.000889 |
| 4_1_cts | 1.17 | 35.0 | 8190 | 0.546 | 0.000846 |
| 3_3_place_gp | 0.908 | 34.3 | 8020 | 0.529 | 0.000524 |
| 6_report | 1.12 | 35.0 | 8190 | 0.543 | 0.000837 |
| 3_5_place_dp | 0.884 | 34.3 | 8020 | 0.535 | 0.000525 |
-- cell usage after synthesis (all sizes together) (24+ instances only) --
cell and count:
ha 122, nor2 75, nand2 69, xnor2 62
a21oi 56, o21ai 49, inv 47, dfrtp 39
xor2 36, clkbuf 29, nand3 26, buf 24
-- critical path: stages --
cell and delay (ns):
clkdlybuf4s50_1 0.76, ha_1 0.33, o21ai_0 0.12, xor2_1 0.16, ha_1 0.21, or4_1 0.55
a2111oi_2 0.23, a211o_1 0.18, nor2_1 0.05, nor4b_2 0.36, nand2_1 0.12, or4_1 0.53
a2bb2oi_1 0.15, o311ai_1 0.11
Power figures rest on the tool's default switching activity, not on a simulated workload.
